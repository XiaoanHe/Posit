==> flow/design.v <==
module Rounding #(parameter N = 32, parameter ES = 4, parameter RS = $clog2(N)) 
(
    input  logic[N-1:0] IN1, IN2,
    input  logic signed [ES+RS:0] LE_O,
    input  logic [ES-1:0] E_O,
    input  logic [N:0] Add_Mant,
    input  logic [N-1:0] Add_Mant_N,
    input  logic signed [RS:0] R_O,
    input  logic LS,
    input  logic inf1, inf2,
    input  logic zero1, zero2,
    output logic [N-1:0] OUT
);
logic [(2*N-1)+3:0] tmp_o;
logic [(3*N-1)+3:0] sft_tmp_o;
logic L,G,R,S,ulp;
logic [N-1:0] rnd_ulp; 
logic [N:0] sft_tmp_o_rnd_ulp;
logic [N-1:0] sft_tmp_o_rnd;
logic [N-1:0] sft_tmp_oN;
always_comb
begin
    tmp_o = { {N{~LE_O[ES+RS]}}, LE_O[ES+RS], E_O, Add_Mant_N[N-2:ES], 3'b0 };
    sft_tmp_o = {tmp_o, {N{1'b0}}} ;
    sft_tmp_o = sft_tmp_o >> R_O;
    L = sft_tmp_o[N+3]; 
    G = sft_tmp_o[N+2];  
    R = sft_tmp_o[N+1];  
    S = |sft_tmp_o[N:0];   
    ulp = ((G & (R | S)) | (L & G & ~(R | S)));
    rnd_ulp= {{N-1{1'b0}},ulp};
    sft_tmp_o_rnd_ulp = sft_tmp_o[2*N-1+3:N+3] + rnd_ulp;
    sft_tmp_o_rnd = (R_O < N-ES-2) ? sft_tmp_o_rnd_ulp[N-1:0] : sft_tmp_o[2*N-1+3:N+3];
    sft_tmp_oN = LS ? -sft_tmp_o_rnd : sft_tmp_o_rnd;
    if (zero1)
        OUT = IN2;
    else if (zero2) 
        OUT = IN1;
    else if (inf1)          
        OUT = IN1;
    else if (inf2)             
        OUT = IN2;
    else if (IN1 == -IN2)
        OUT = {(N-1){1'b0}};
    else
        OUT = {LS, sft_tmp_oN[N-1:1]};
end
endmodule
==> flow/run.sh <==
#!/bin/bash
# OpenROAD 26Q1-2900-gdf79404cd8, Yosys 0.63+post, stock flow scripts
make -C /OpenROAD-flow-scripts/flow DESIGN_CONFIG=/design/flow/config.mk WORK_HOME=/design/flow/orfs finish
==> flow/config.mk <==
export PLATFORM = sky130hd
export DESIGN_NAME = Rounding
export DESIGN_NICKNAME = Rounding
export VERILOG_FILES = /design/flow/design.v
export SDC_FILE = /design/flow/constraint.sdc
export NUM_CORES = 4
export LEC_CHECK = 1
export CORE_UTILIZATION = 40
==> flow/constraint.sdc <==
current_design Rounding

set clk_period 18.9
set clk_io_pct 0.2

create_clock -name clk0 -period $clk_period

set non_clock_inputs [all_inputs -no_clocks]
set_input_delay [expr $clk_period * $clk_io_pct] -clock clk0 $non_clock_inputs
set_output_delay [expr $clk_period * $clk_io_pct] -clock clk0 [all_outputs]
==> results.yml <==
# synthesis and place-and-route metrics
setup_path:
  crit_buf_inv: 3
  cp_slowest_cell: "buf_4"
  cp-start-kind: "input port"
  worstPathArrival_ns: 10.48
  critPathKind: "in2out"
  cp_top_family: "simple AND/OR/NAND/NOR gates"
  worstPathCellList: "buf_4 > buf_4 > mux2i_1 > mux4_2 > nand3_1 > o21ai_1 > o31a_1 > nor2_1 > ha_1 > nand2_1 > nor3_1 > and2_1 > a21oi_1 > nor4b_1 > nand3_1 > or2_0 > o31ai_1 > xnor2_1 > o31ai_1 > clkdlybuf4s50_1"
  cp-end-kind: "output pin"
  required_ns: 15.12
  max_stage_delay_ns: 0.68
  worstPathMaxFanout: 64
clock_network:
  cts_resized: 0
  post-cts-setup-buffers: 0
  ctsHoldBuffers: 0
status:
  status: "finished clean"
floorplan:
  dieArea_sq_um: 18800
  ios: 186
  fp_util_pct: 40.8
  core_area_sq_um: 18000
  dieHeight_um: 137
  row_count: 49
  die_w_um: 137
power:
  power.leakage_nw: 2.94
  total_power_mw: 0.254
  powerDensity_nw_per_um2: 29.1
  peakVddDrop_v: 0.0000184
sta:
  max_freq_mhz: 70.1
  min_period_over_period_pct: 75.4
  hold_viol_final: 0
  fin_setup_tns_ns: 0
  setup_ws_ns: 4.64
  maxSlewViolCount: 0
  maxSlewHeadroom_pct: 39.3
  final.min_clock_period_ns: 14.26
  fin_hold_ws_ns: 8.52
  setup_viol: 0
  tightest_slew_ns: 0.903
  rsz0062_at_grt: "no"
global_routing:
  antenna_found_initial: 0
  grt_usage_pct: 31.9
  grt_max_degree: 65
  first_global_vias: 7983
  grt_first_pass_wirelength_um: 45800
  overflow: 0
synth:
  yosys_area_sq_um: 7320
  synth_cells: 1040
  synth_cell_types: 114
  top_cell: "nand2_1"
  ys.warnings.count: 1
  syn_area_sq_um: 7320
  ys_cells: 1040
  synth.area.top_cells: "xnor2_1, mux4_2, mux2i_1"
  synth.avg_cell_area_sq_um: 7.04
  yosys.area.top_type: "xnor2_1"
  ys_seq_share_pct: 0
  yosysTopAreaCellShare_pct: 6.82
  common_cells: "nand2_1, nor2_1, o21ai_0"
drt:
  drc: 0
  vias_per_cell: 6.55
  antenna-diode-count: 0
  ant_nets: 0
  drt_iter0_drc: 768
  first_pass_iters: 9
  wl_um: 29900
  num_vias: 8890
  wire_per_inst_um: 22.0
placement:
  port_buffers: 139
  place_inst: 1357
  place_hpwl_um: 23300
  gp_congestion: 1.06
  dp_slack_ns: 4.69
  place_area_sq_um: 8740
job:
  warning_count: 79
  maxCapViolCount: 0
cells_and_area:
  clock_buffers: 0
  post-route-cell-area_sq_um: 8740
  area_growth_pct: 19.3
  fin_cells: 1357
  comb_area_sq_um: 6850
  final_core_util_pct: 48.6
  nFillCells: 1799
  flop_area_sq_um: 0
  design.seq.count: 0
  drive_above_1_share_pct: 10.1
hold_path:
  min_path_type: "in2out"
worst min-delay path, cell delays in order:
cell and delay [ns]:
clkdlybuf4s50_1 0.43, nand2_1 0.07, o21ai_0 0.07, clkdlybuf4s50_1 0.39
placed cells by master, fill, tap and decap left out, drive strengths merged, types with 8 or more instances in the layout:
| master | count |
|---|---|
| a211o | 8 |
| a211oi | 11 |
| a21oi | 58 |
| a22oi | 44 |
| a2bb2oi | 9 |
| a31oi | 9 |
| and2 | 17 |
| and3 | 12 |
| buf | 25 |
| clkdlybuf4s50 | 136 |
| inv | 12 |
| mux2 | 26 |
| mux2i | 40 |
| mux4 | 18 |
| nand2 | 95 |
| nand2b | 22 |
| nand3 | 27 |
| nand4 | 14 |
| nor2 | 82 |
| nor2b | 14 |
| nor3 | 38 |
| nor3b | 9 |
| nor4 | 17 |
| o211ai | 9 |
| o21ai | 74 |
| o22ai | 20 |
| o311ai | 8 |
| o31ai | 18 |
| or2 | 8 |
| or3 | 13 |
| xnor2 | 57 |
| xor2 | 36 |
area by class of cell:
type	count	share of cell area [%]
Tap cell	229	3.28
Inverter	15	0.644
Multi-Input combinational cell	952	78.4
Timing Repair Buffer	161	17.7
power breakdown:
part	internal (mW)	total [mW]	switching, mW
Clock	0	0	0
Sequential	0	0	0
Combinational	0.110	0.254	0.144
Total	0.110	0.254	0.144
path summary, 6_finish.rpt:
path                    start      end  slack [ns]  cells past startpoint
worst min-delay path  IN2[31]  OUT[31]        8.52                      4
worst max-delay path   R_O[1]  OUT[22]        4.64                     20
metal layers:
metal / wire length (um) / up-vias / global-route usage, %
li1: - / 4256 / -
met1: 12700 / 4061 / 44.5
met2: 13200 / 501 / 51.0
met3: 2950 / 72 / 4.84
met4: 1030 / 0 / 9.40
met5: 0 / - / 0
cells by family after synthesis:
family          after synthesis  synth area share (%)
mux                          84                  15.2
fa+ha+maj                     4                 0.684
xor+xnor                     93                  11.2
simple gates                405                  30.2
compound gates              366                  36.3
buf+inv                      88                  6.43
Power and IR drop assume default switching activity.
